File: design/flow/constraint.sdc
current_design multiplier

set clk_period 10.5
set clk_io_pct 0.2

create_clock -name clk0 -period $clk_period

set non_clock_inputs [all_inputs -no_clocks]
set_input_delay [expr $clk_period * $clk_io_pct] -clock clk0 $non_clock_inputs
set_output_delay [expr $clk_period * $clk_io_pct] -clock clk0 [all_outputs]
File: design/flow/design.v
`timescale 1ns / 1ps
module multiplier(
    input logic [15:0] op1,
    input logic [15:0] op2,
    output logic [15:0]result
);
    assign result = op1 * op2;
endmodule
File: design/flow/config.mk
export PLATFORM = sky130hd
export DESIGN_NAME = multiplier
export DESIGN_NICKNAME = multiplier
export VERILOG_FILES = /design/flow/design.v
export SDC_FILE = /design/flow/constraint.sdc
export NUM_CORES = 4
export LEC_CHECK = 1
export CORE_UTILIZATION = 40
File: design/flow/run.sh
#!/bin/bash
# OpenROAD 26Q1-2900-gdf79404cd8, Yosys 0.63+post, stock flow scripts
make -C /OpenROAD-flow-scripts/flow DESIGN_CONFIG=/design/flow/config.mk WORK_HOME=/design/flow/orfs finish
==> summary.rpt <==
================================================================================
Outcome                                                             complete, no violations
Detailed placer's ending HPWL                                            7282 um
Most frequent CP cell                                               sky130_fd_sc_hd__fa_1
Worst setup path startpoint                                               op2[3]
Vertical die size                                                       101.1 um
Top Ports                                                                     48
Slew @ Worst Pin                                                       0.6675 ns
Crit path DRT                                                            8.40 ns
Crit-path cells                                                     clkdlybuf4s50_1 > and2_1 > fa_1 > fa_1 > ha_1 > fa_1 > inv_1 > fa_1 > fa_1 > inv_1 > ha_1 > nand2_1 > o311ai_0 > a21oi_1 > o21ai_0 > a31oi_1 > xor2_1 > clkdlybuf4s50_1
Most frequent logic cell in the layout                              sky130_fd_sc_hd__inv_1
Wire length of the first global-routing pass                            14850 um
Slowest CP cell                                                     sky130_fd_sc_hd__clkdlybuf4s50_1
Global-route met3 utilization                                             2.116%
Synth top area cells                                                sky130_fd_sc_hd__fa_1 41%, sky130_fd_sc_hd__ha_1 16%, sky130_fd_sc_hd__inv_1 11%
Type of the most critical hold path                                 input pin to output pin
Met2 GRT Util                                                             32.39%
Overflow after GRT                                                             0
Routed WL per cell                                                      13.65 um
Synthesis-to-finish area growth                                           15.65%
Leakage Power                                                           2.263 nW
Avg Synthesized Cell Area                                             8.423 um^2
Post-Synthesis Cell Area                                            0.003925 mm^2
Final critical path time including I/O delays and setup                 10.13 ns
YS chip area                                                        0.003925 mm^2
Maximum net fanout on the critical path                                       13
Pwr Total                                                             0.001274 W
Worst setup slack before clock tree synthesis                          0.2972 ns
Final WS setup                                                         0.3706 ns
Pin count of the biggest net entering global routing                          17
Post-synthesis cell count                                                    466
Post-CTS repair timing setup buffer count                                      0
Via total after detailed routing                                            2932
Placement Cell Area                                                 0.004539 mm^2
Flip-flop and latch area                                                  0 um^2
Maximum frequency from static timing analysis                          98.72 MHz
CP startpoint kind                                                     input pin
Quantity of hold-fixing buffers added after cts                                0
Number of antenna cells inserted                                               0
Via count normalized by instance count                                     4.632
Placer congestion estimate                                                0.9051
Worst setup path endpoint                                             result[15]
Number of setup violations in the final report                                 0
Yosys cell count                                                             466
Crit Path Class                                                     input pin to output pin
Cell variety after synth                                                      27
Iteration tally of the first detailed-router pass                              4
Highest-count cells in the layout ignoring fill and taps            116 x sky130_fd_sc_hd__inv_1, 80 x sky130_fd_sc_hd__fa_1, 76 x sky130_fd_sc_hd__nand2_1, 57 x sky130_fd_sc_hd__and2_1, 49 x sky130_fd_sc_hd__ha_1
PortBufs                                                                      48
Count of cells resized by post-cts repair                                      0
Detailed Route Iter0 Violations                                               61
Max Transition Viols Final                                                     0
Power density over cell area                                        280.6 mW/mm^2
Number of synthesis warnings                                                   0
Chip Width                                                              101.1 um
Chip area                                                           0.01021 mm^2
Post-Layout Inst Area                                               0.004539 mm^2
Core region area                                                    0.009371 mm^2
Number of antenna violations at the first check in global routing              0
Number of remaining DRC errors                                                 0
Worst path arrival time                                                  8.03 ns
Initial standard-cell utilization of the core                             41.88%
Share of the clock period used by the worst path after layout             96.47%
Via count of the first global-routing pass                                  3026
Maximum cell stage delay along the critical path                         0.76 ns
Final tally of hold violations                                                 0
Most area-hungry cell type in the Yosys netlist                     sky130_fd_sc_hd__fa_1
Max-Cap Viols                                                                  0
Register area share after synthesis                                           0%
Routed wire length                                                       8638 um
RSZ-0062 raised after global routing                                          no
Peak-usage layer in the global routing report                               met2
Post-Route Hold Slack                                                   5.373 ns
Setup crit end kind                                                   output pin
Count of clock buffers in the final design                                     0
Number of antenna-violating nets in the routed design                          0
Area share, top type                                                      40.80%
Standard-cell rows                                                            35
Fraction of layout instances using a drive strength above 1               2.381%
Worst IR Drop VDD                                                      0.3101 mV
Max-slew headroom                                                         55.36%
Total number of warnings across the stage logs                                32
Met1 capacity usage during global routing                                 31.79%
Sum Neg Setup Slack                                                         0 ns
Global-route total usage across every layer                               20.00%
Sequential cell count                                                          0
================================================================================
[where the power goes]
group / total, W / switching [W] / internal, W / leakage [nW]
Clock: 0 / 0 / 0 / 0
Sequential: 0 / 0 / 0 / 0
Combinational: 0.00127 / 0.000534 / 0.000740 / 2.26
[worst min path at each step]
stage	from	endpoint	slack, ns	cells past startpoint
global route	op1[0]	result[0]	5.43	3
CTS	op1[0]	result[0]	5.38	3
finish	op1[0]	result[0]	5.37	3
[per-layer routing]
| metal | vias up | part of all wire (%) |
|---|---|---|
| met2 | 72 | 47 |
| met5 | - | 0 |
| li1 | 1434 | - |
| met1 | 1418 | 47 |
| met4 | 0 | 1.3 |
| met3 | 8 | 4.7 |
[per-stage QoR]
step                      cells  utilization [%]
after global placement      633            48.44
after global routing        633            48.44
after detailed placement    633            48.44
after CTS                   633            48.44
final                       633            48.44
after floorplan             466                -
[critical path: cells and delay by family]
family	cells	cell delay [ns]
buf+inv	4	1.32
fa+ha+maj	7	2.93
simple gates	2	0.43
xor+xnor	1	0.16
compound gates	4	1.07
[kinds of logic (layout without fill, tap and decap cells)]
logic type,count (synthesis),in the layout,share of synthesized area (%)
AND-OR/OR-AND,22,22,3.475
buffers and inverters,129,167,12.37
XOR/XNOR,39,39,9.245
AND/OR/NAND/NOR,147,147,18.49
adder cells (fa/ha/maj),129,129,56.42
[synthesized netlist by cell type]
cell,count
sky130_fd_sc_hd__o21ai_0,3
sky130_fd_sc_hd__xnor2_1,26
sky130_fd_sc_hd__nor2_1,3
sky130_fd_sc_hd__nand3_1,1
sky130_fd_sc_hd__inv_1,116
sky130_fd_sc_hd__xor2_1,11
sky130_fd_sc_hd__fa_1,80
sky130_fd_sc_hd__nor2b_1,1
sky130_fd_sc_hd__o211ai_1,1
sky130_fd_sc_hd__and2_2,5
sky130_fd_sc_hd__nand2_1,76
sky130_fd_sc_hd__ha_1,49
sky130_fd_sc_hd__xnor3_1,1
sky130_fd_sc_hd__o21a_1,3
sky130_fd_sc_hd__a31oi_1,1
sky130_fd_sc_hd__clkbuf_2,1
sky130_fd_sc_hd__a41oi_1,1
sky130_fd_sc_hd__nor3_1,1
sky130_fd_sc_hd__a21oi_1,9
sky130_fd_sc_hd__or2_2,1
sky130_fd_sc_hd__xnor2_2,1
sky130_fd_sc_hd__nand2_2,2
sky130_fd_sc_hd__a211oi_1,1
sky130_fd_sc_hd__a21o_1,2
sky130_fd_sc_hd__o311ai_0,1
sky130_fd_sc_hd__clkbuf_1,12
sky130_fd_sc_hd__and2_1,57
[area by class of cell]
cell class                      count  area [um^2]
Tap cell                          129        161.4
Timing Repair Buffer               51        503.0
Fill cell                         940         4832
Inverter                          116        435.4
Multi-Input combinational cell    337         3440
Power and IR drop assume default switching activity.
