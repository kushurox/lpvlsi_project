## ./design.v

```verilog
module dflop(
    input logic [15:0] d,
    input logic clk,
    output logic [15:0] q
);
   always_ff @(posedge clk) begin
    q <= d;
   end 
endmodule
```

## ./config.mk

```make
export PLATFORM = sky130hd
export DESIGN_NAME = dflop
export DESIGN_NICKNAME = dflop
export VERILOG_FILES = /design/flow/design.v
export SDC_FILE = /design/flow/constraint.sdc
export NUM_CORES = 4
export LEC_CHECK = 1
export CORE_AREA = 10 10 70 70
export DIE_AREA = 0 0 80 80
```

## ./run.sh

```bash
#!/bin/bash
# OpenROAD 26Q1-2900-gdf79404cd8, Yosys 0.63+post, stock flow scripts
make -C /OpenROAD-flow-scripts/flow DESIGN_CONFIG=/design/flow/config.mk WORK_HOME=/design/flow/orfs finish
```

## ./constraint.sdc

```tcl
current_design dflop

set clk_period 1.0
set clk_io_pct 0.2

create_clock -name clk0 -period $clk_period [get_ports {clk}]

set non_clock_inputs [all_inputs -no_clocks]
set_input_delay [expr $clk_period * $clk_io_pct] -clock clk0 $non_clock_inputs
set_output_delay [expr $clk_period * $clk_io_pct] -clock clk0 [all_outputs]
```

==> impl_metrics.json <==
{
  "utilization": 0.197,
  "num_antenna_cells": 0,
  "hold_fails_final_rpt": 0,
  "ys_top_cells_by_area": "sky130_fd_sc_hd__dfxtp_1 (100%)",
  "clk_path_buf_depth": 2,
  "timing.max_slew.rel_slack": 0.939,
  "cts_max_level": 1,
  "worst-setup-path-type": "flip-flop to primary output",
  "core-area_sq_mm": 0.00342,
  "cp-end-kind": "primary output",
  "ys_chip_area_sq_um": 320,
  "dr_total_vias": 247,
  "clock-root-buffer": "sky130_fd_sc_hd__clkbuf_4",
  "maximum_number_of_pins_on_one_net_before_global_route_repair": 10,
  "route.antenna.remaining_nets": 0,
  "layout.comb_gates.multi_input": 0,
  "post_route_cells_drive_above_1_share": 0.500,
  "core_utilization_at_floorplan": 0.0938,
  "fp-row-count": 21,
  "route.final.wire_length_microns": 1050,
  "synth_sequential_area_ratio": 1.00,
  "critical_path_buf_inv_count": 1,
  "synth.cell_area_sq_um": 320,
  "place.gp.congestion": 0.686,
  "vdd_ir_drop_max_uv": 386,
  "log.warning_count": 25,
  "port_buffers": 32,
  "path_max_fanout": 1,
  "fin_crit_ns": 0.966,
  "pwr_density_cell_mw_per_mm2": 1760,
  "postCtsSetupBuffers": 0,
  "critPathLaunchType": "flip-flop",
  "clkTransAtPathRegs_ns": 0.09,
  "fmax_ghz": 1.04,
  "p_leak_nw": 0.286,
  "synth.lib_cells_used.distinct": 1,
  "place_area_sq_um": 698,
  "ios": 33,
  "avgSynthCellArea_sq_um": 20.0,
  "worst-endpoint-arrival_ns": 0.77,
  "seq_cells_post_synth": 16,
  "postCtsResizedCells": 35,
  "worst_hold_path_ep": "q[3]$_DFF_P_",
  "outcome": "complete, no violations",
  "grt-ovfl-total": 0,
  "ys_cells": 16,
  "synth.yosys.warnings": 1,
  "design_area_sq_um": 674,
  "post-route-drc-count": 0,
  "worstPathCellList": "clkdlybuf4s15_1",
  "routedWlPerCell_microns": 10.7,
  "cts_buffer_count": 3,
  "synthDominantCellAreaShare": 1.00,
  "preCtsSetupSlack_ns": 0.0267,
  "starting_drc_count_in_detailed_routing": 0,
  "clock_sinks": 16,
  "class_of_the_worst_hold_path": "input port to flip-flop",
  "cts_tree": "yes",
  "worst_hold_path.num_cells": 1,
  "comb_area_sq_um": 0,
  "syn-instance-count": 16,
  "largest_register_ff_count": 16,
  "reg_top3": "q: 16 flops",
  "synthDominantAreaCellType": "sky130_fd_sc_hd__dfxtp_1",
  "least_setup_slack_across_all_paths_after_layout_ns": 0.0341,
  "global_route_wire_length_before_repair_microns": 1590,
  "timing.max_cap.violations": 0,
  "hp-start": "d[3]",
  "period_used_share": 0.966,
  "die_y_microns": 80,
  "timing.final.setup_violations": 0,
  "cp_top_family": "flip-flops",
  "drt-pass1-iter-count": 1,
  "crit_slowest_cell": "sky130_fd_sc_hd__dfxtp_2",
  "grtUsageTotal": 0.0318,
  "postCtsHoldBufs": 0,
  "antenna_found_initial": 0,
  "via_count_of_the_first_global_routing_pass": 293,
  "cp_data_required_time_ns": 0.80,
  "avgViaCountPerCell": 2.52,
  "worst_pin_slew_ns": 0.0919,
  "syn_to_final_growth_pct": 111,
  "slew_violations": 0,
  "dieArea_sq_mm": 0.00640,
  "dieWidth_microns": 80,
  "largest_register": "q",
  "timing.critical_path.slowest_cell_delay_ns": 0.33,
  "fillCellCount": 385
}
## cell usage in the layout, fill, tap and decap left out
| master | count |
|---|---|
| sky130_fd_sc_hd__clkdlybuf4s50_1 | 16 |
| sky130_fd_sc_hd__dfxtp_1 | 8 |
| sky130_fd_sc_hd__clkbuf_4 | 3 |
| sky130_fd_sc_hd__clkbuf_8 | 1 |
| sky130_fd_sc_hd__dfxtp_2 | 8 |
| sky130_fd_sc_hd__buf_2 | 1 |
| sky130_fd_sc_hd__clkdlybuf4s15_1 | 2 |
| sky130_fd_sc_hd__clkbuf_2 | 13 |
## how the worst max path moves through the flow
stage	end	startpoint	cells past startpoint	slack [ns]
global route	q[1]	q[1]$_DFF_P_	1	-0.001
finish	q[7]	q[7]$_DFF_P_	1	0.03
CTS	q[9]	q[9]$_DFF_P_	1	0.005
## layer usage
metal,GRT usage,up-vias,routed length [microns]
met5,0,-,0
li1,-,121,-
met2,0.0538,10,568
met1,0.0341,112,387
met4,0.00880,0,20
met3,0.0159,4,75
## area by class of cell
| class | instances | area (sq um) | share of cell area |
|---|---|---|---|
| repair buffers | 32 | 250 | 0.371 |
| well taps | 46 | 57.6 | 0.0853 |
| clock buffers | 4 | 36.3 | 0.0538 |
| flip-flops and latches | 16 | 330 | 0.490 |
## metrics by stage
step | hold slack [ns] | total power, mW | setup TNS [ns] | instances
5_1_grt | 0.336 | 1.25 | -0.000985 | 98
6_report | 0.348 | 1.19 | 0 | 98
2_1_floorplan | 0.228 | 0.685 | 0 | 16
4_1_cts | 0.343 | 1.23 | 0 | 98
3_5_place_dp | 0.656 | 0.818 | 0 | 94
3_3_place_gp | 0.651 | 0.815 | 0 | 94
## Yosys cell counts, drive strengths merged
cell    n
dfxtp  16
## cells by family after synthesis
kind of cell,synth area share
flops,1.00
## power breakdown
part / switching [mW] / total, mW / internal, mW / leakage, nW
logic: 0.0132 / 0.0897 / 0.0765 / 0.130
clock network: 0.195 / 0.416 / 0.221 / 0.0210
registers: 0.00805 / 0.682 / 0.674 / 0.135
No activity file was given, so power comes from the tool's default toggle rates.
